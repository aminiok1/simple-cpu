==> flow/design.v <==
module mul_4bit(output reg [7:0] result_im, result_re, input [7:0] a,b);
	reg [7:0] temp1,temp2;
	always @(*)
	begin
		temp1 = a[7:4] * b[3:0];
		temp2 = a[3:0] * b[7:4];
		result_im = temp1 + temp2;
		temp1 = a[3:0] * b[3:0];
		temp2 = a[7:4] * b[7:4];
		result_re = temp2 - temp1;
	end
endmodule 
==> flow/run.sh <==
#!/bin/bash
# OpenROAD 26Q1-2900-gdf79404cd8, Yosys 0.63+post, stock flow scripts
make -C /OpenROAD-flow-scripts/flow DESIGN_CONFIG=/design/flow/config.mk WORK_HOME=/design/flow/orfs finish
==> flow/config.mk <==
export PLATFORM = sky130hd
export DESIGN_NAME = mul_4bit
export DESIGN_NICKNAME = mul_4bit
export VERILOG_FILES = /design/flow/design.v
export SDC_FILE = /design/flow/constraint.sdc
export NUM_CORES = 4
export LEC_CHECK = 1
export CORE_UTILIZATION = 40
==> flow/constraint.sdc <==
current_design mul_4bit

set clk_period 10.1
set clk_io_pct 0.2

create_clock -name clk0 -period $clk_period

set non_clock_inputs [all_inputs -no_clocks]
set_input_delay [expr $clk_period * $clk_io_pct] -clock clk0 $non_clock_inputs
set_output_delay [expr $clk_period * $clk_io_pct] -clock clk0 [all_outputs]
==> out/metrics.yaml <==
floorplan.io_pins: 32
slew_viol_final: 0
min-delay-path-class: "input pin to output port"
dpl.hpwl_mm: 2.71
global_route.usage.total_pct: 14.8
post_synth_inst_count: 230
synth.top_cell.area_share_pct: 37.0
warnings: 32
sequential_cell_area_sq_um: 0
firstDrtPassIters: 4
postCtsSetupRepairBufs: 0
final_antenna_net_count: 0
setup.worst_path.start: "b[7]"
std_cell_rows: 25
die_x_microns: 72.7
yosys.stat.chipArea_sq_um: 2000
grt_first_pass_wirelength_mm: 6.00
critPathCapture: "result_im[7]"
port_buffers: 32
critical_path.max_fanout: 8
setup_viol_count_final: 0
layout_worst_path_cycle_share_pct: 84.7
number_of_clock_tree_buffers_in_the_layout: 0
synthDominantAreaCellType: "fa_1"
crit_chain: "clkdlybuf4s50_1 -> nand2_1 -> fa_1 -> fa_1 -> inv_1 -> fa_1 -> inv_1 -> fa_1 -> inv_1 -> ha_1 -> a211oi_1 -> o21bai_1 -> a21oi_1 -> xnor2_1 -> clkdlybuf4s50_1"
fin_ws_ns: 1.54
drc_errors: 0
grt.overflow.total: 0
hold_buffers: 0
timing.critical_path.slowest_cell_delay_ns: 0.63
nFillCells: 473
ir_drop_mv: 0.109
crit_required_ns: 8.08
p_leak_uw: 0.00125
antenna_violations_before_repair: 0
worst_ep_arrival_time_ns: 6.54
synthMostInstantiatedCell: "inv_1"
fin_setup_tns_ns: 0
ys.warnings.count: 1
coreArea_sq_um: 4750
power_density_nw_per_um2: 155
cell_with_the_most_instances_on_the_worst_path: "fa_1"
floorplan.initialDensity_pct: 42.1
synth_seq_share_pct: 0
drt_first_iter_violations: 32
rsz0062_at_grt: "false"
gp_congestion: 0.806
max_slew.worst_pin.slew_ns: 0.320
post_route_cells_drive_above_1_share_pct: 1.15
routed_wirelength_mm: 3.16
timing.setup.critical_path_class: "input pin to output port"
cts_repair_resize_count: 0
ys_types: 15
crit_path_start_kind: "input pin"
run_status: "completed"
fin_crit_ns: 8.56
yosys-stat-cells: 230
fp.dieArea_sq_um: 5290
avgViaCountPerCell: 4.51
netlist_top_cells_count: "inv_1, and2_1, fa_1"
timing.slew.headroom_pct: 78.6
syn_avg_cell_area_sq_um: 8.70
fmax_ghz: 0.117
slowest_cell_on_the_critical_path: "clkdlybuf4s50_1"
syn-cell-area_sq_um: 2000
maxcap_violations: 0
die_h_microns: 72.7
netlist_top_cells_area: "fa_1, ha_1, and2_1"
critical_path.endpoint_type: "output port"
vias: 1483
areaGrowthSynthToFinish_pct: 20.2
flops: 0
wl_per_cell_microns: 9.61
place_worst_setup_slack_ns: 1.50
maximum_number_of_pins_on_one_net_before_global_route_repair: 9
final-hold-violation-count: 0
grt_pass1_vias: 1446
antennaDiodeCount: 0
-- kinds of logic after synthesis --
logic type | count (synthesis) | synth area share, %
XOR/XNOR | 13 | 6.44
adder cells (fa/ha/maj) | 73 | 59.5
buffers and inverters | 64 | 12.0
AND/OR/NAND/NOR | 64 | 17.0
AND-OR/OR-AND | 16 | 5.00
-- through the flow --
stage / cells / instance area, sq um / total power [uW] / util [%] / hold WS (ns)
final: 329 / 2400 / 372 / 50.6 / 5.37
after global routing: 329 / 2400 / 435 / 50.6 / 5.45
after CTS: 329 / 2400 / 383 / 50.6 / 5.39
after detailed placement: 329 / 2400 / 380 / 50.6 / 5.37
after global placement: 329 / 2400 / 379 / 50.6 / 5.38
after floorplan: 230 / 2000 / 214 / - / 4.23
-- cells in the final DEF, fill, tap and decap left out, drive strengths merged --
| cell type | netlist | routed |
|---|---|---|
| a211oi | 2 | 2 |
| a21o | 4 | 4 |
| a21oi | 6 | 6 |
| and2 | 39 | 39 |
| clkdlybuf4s50 | 0 | 32 |
| fa | 37 | 37 |
| ha | 36 | 36 |
| inv | 64 | 64 |
| nand2 | 25 | 25 |
| o21ai | 2 | 2 |
| o21bai | 2 | 2 |
| xnor2 | 10 | 10 |
| xor2 | 3 | 3 |
-- worst max-delay path: cells and delay by family --
| family | cells | cell delay (ns) |
|---|---|---|
| AND-OR/OR-AND | 3 | 0.55 |
| adder cells (fa/ha/maj) | 5 | 2.44 |
| XOR/XNOR | 1 | 0.14 |
| buffers and inverters | 5 | 1.27 |
| AND/OR/NAND/NOR | 1 | 0.13 |
-- power by group --
group / total (uW) / switching (uW) / internal [uW]
Combinational: 372 / 144 / 228
Sequential: 0 / 0 / 0
Clock: 0 / 0 / 0
-- worst min path at each step --
| stage | startpoint | endpoint | slack, ns | cells after the start |
|---|---|---|---|---|
| 6_report | b[4] | result_re[0] | 5.37 | 4 |
| 5_1_grt | b[4] | result_re[0] | 5.45 | 4 |
| 4_1_cts | a[0] | result_im[0] | 5.39 | 4 |
-- layer usage --
layer / global-route usage [%] / wire length (microns) / vias to the layer above / part of all wire (%)
li1: - / - / 750 / -
met1: 25.1 / 1660 / 700 / 52
met3: 0.420 / 135 / 0 / 4.3
met4: 0 / 0 / 0 / 0
met5: 0 / 0 / - / 0
met2: 23.7 / 1370 / 33 / 43
-- cell type report --
| class | count | area [sq um] | area share (%) |
|---|---|---|---|
| Inverter | 64 | 240 | 9.99 |
| Multi-Input combinational cell | 166 | 1760 | 73.2 |
| Tap cell | 67 | 83.8 | 3.49 |
| Timing Repair Buffer | 32 | 320 | 13.3 |
Power and IR drop assume default switching activity.
