--- run.sh ---
#!/bin/bash
# OpenROAD 26Q1-2900-gdf79404cd8, Yosys 0.63+post, stock flow scripts
make -C /OpenROAD-flow-scripts/flow DESIGN_CONFIG=/design/flow/config.mk WORK_HOME=/design/flow/orfs finish
--- config.mk ---
export PLATFORM = sky130hd
export DESIGN_NAME = counter
export DESIGN_NICKNAME = counter
export VERILOG_FILES = /design/flow/design.v
export SDC_FILE = /design/flow/constraint.sdc
export NUM_CORES = 4
export LEC_CHECK = 1
export CORE_AREA = 10 10 82 82
export DIE_AREA = 0 0 92 92
--- constraint.sdc ---
current_design counter

set clk_period 3.4
set clk_io_pct 0.2

create_clock -name clk0 -period $clk_period [get_ports {clk1}]

set non_clock_inputs [all_inputs -no_clocks]
set_input_delay [expr $clk_period * $clk_io_pct] -clock clk0 $non_clock_inputs
set_output_delay [expr $clk_period * $clk_io_pct] -clock clk0 [all_outputs]
--- design.v ---
module cpu_top ( input clock , input start , input [7:0] x , output reg error, output wire[6:0] hex1, hex0) ; 
  reg [7:0] stack [0:7] ; 
  reg zeroFlag , signFlag ;
  reg [7:0] pc ; 
  reg [7:0] memory [0:255] ;
  reg [3:0] stack_pointer ; 
  reg [7:0] IR , DR  ; 
  wire [3:0] op;
  wire [7:0] tmp ; 
  assign tmp = memory[253] ; 
  assign op = IR[7:4];
  wire [7:0] result;
  assign result = memory[254] ; 
  wire clk;
  counter sample (clock, clk);
  always @( posedge clk ) begin
    if (start )begin
      memory[253] = 0 ;  
      memory[254] = 0 ; 
      memory[255] = x ; 
      pc = 0 ; 
      zeroFlag = 0 ; 
      signFlag = 0 ; 
      stack_pointer = 0 ; 
    memory[0] = 8'b0001_0000 ;     
    memory[1] = 8'd255 ;
    memory[2] = 8'b0000_00000 ;      
    memory[3] = 8'd0 ; 
    memory[4] = 8'b0110_0000 ;     
    memory[5] = 8'b0000_0000 ;     
    memory[6] = 8'd33 ;
    memory[7] = 8'b0101_0000 ;     
    memory[8] = 8'b0001_0000 ;    
    memory[9] = 8'd255 ; 
    memory[10] = 8'b0000_0000 ;     
    memory[11] = 8'd23 ; 
    memory[12] = 8'b0110_0000 ;      
    memory[13] = 8'b0010_0000 ;       
    memory[14] = 8'd100 ; 
    memory[15] = 8'b0001_0000 ;       
    memory[16] = 8'd100 ; 
    memory[17] = 8'b0001_0000 ;       
    memory[18] = 8'd100 ; 
    memory[19] = 8'b0110_0000 ;      
    memory[20] = 8'b0000_0000 ;      
    memory[21] = 8'd12 ; 
    memory[22] = 8'b0111_0000 ;     
    memory[23] = 8'b0000_0000 ;     
    memory[24] = 8'd33 ; 
    memory[25] = 8'b0101_0000 ;     
    memory[26] = 8'b0010_0000 ;     
    memory[27] = 8'd80 ; 
    memory[28] = 8'b0010_0000 ;     
    memory[29] = 8'd254 ;
    memory[30] = 8'b0000_0000 ;   
    memory[31] = 8'd 37;
    memory[32] = 8'b0011_0000 ;    
    memory[33] = 8'b0000_0000 ;    
    memory[34] = 8'd1  ;
    memory[35] = 8'b0010_0000 ;    
    memory[36] = 8'd253 ;  
    end
    else begin
      IR = memory[pc] ; 
      pc = pc + 1 ; 
      case (IR[7:4]) 
        4'd0: begin          
          DR = memory[pc] ; 
          pc = pc + 1 ; 
          stack[stack_pointer] = DR ; 
          stack_pointer = stack_pointer + 1 ; 
        end
        4'd1: begin         
          DR = memory[pc] ; 
          pc = pc +1 ; 
          stack[stack_pointer] = memory[DR] ; 
          stack_pointer = stack_pointer + 1 ; 
        end
        4'd2: begin        
          DR = memory[pc] ; 
          pc = pc + 1 ; 
          stack_pointer = stack_pointer -1 ; 
          memory[DR] = stack[stack_pointer] ; 
        end
        4'd3: begin        
          stack_pointer = stack_pointer -1 ;
          pc = stack[stack_pointer] ; 
        end
        4'd4: begin        
          if ( zeroFlag)begin 
            stack_pointer = stack_pointer -1 ; 
            pc = stack[stack_pointer] ; 
          end
        end
        4'd5: begin      
          if ( signFlag)begin 
            stack_pointer = stack_pointer -1 ; 
            pc = stack[stack_pointer] ; 
          end
        end
        4'd6: begin     
          stack[stack_pointer -2 ] = stack[stack_pointer-1] + stack[stack_pointer-2] ; 
          stack_pointer = stack_pointer -1 ;
          DR = stack[stack_pointer -1 ] ;
          if ( DR == 0)
            zeroFlag = 1 ; 
          else 
            zeroFlag = 0 ;
          if ( DR[7] == 1)
            signFlag = 1 ; 
          else 
              signFlag = 0 ; 
        end
      4'd7: begin     
          stack[stack_pointer -2 ] = stack[stack_pointer-2] - stack[stack_pointer-1] ; 
          stack_pointer = stack_pointer -1 ;
          DR = stack[stack_pointer -1 ] ;
          if ( DR == 0)
            zeroFlag = 1 ; 
          else 
            zeroFlag = 0 ;
          if ( DR[7] == 1)
            signFlag = 1 ; 
          else 
              signFlag = 0 ; 
        end
       endcase 
       if (x >= 'd60)
		error = 1;
	else
		error = 0; 
    end
  end
	seven_seg a0( result[3:0], 0,0,0,0,0,0,0,0,0,0,0,0,0,0,0, 0,temp, hex0);
	seven_seg a1( result[7:4], 0,0,0,0,0,0,0,0,0,0,0,0,0,0,0, 0,temp2, hex1);
endmodule
module counter (input clk1, output reg clk2);
	reg [24:0] count = 0;
	always @(posedge clk1)
	begin 
		count = count + 1;
		if (count[24] ==1)
			clk2 = 1;
		else
			clk2 = 0;
	end
endmodule
==> run summary <==
This memo summarizes the results of the implementation run.

Final timing
On the final layout, the worst clock skew is 0.00335 ns. The final hold violation count recorded for this run is 0. Of the available clock period, the critical path in the final layout requires 50.3%. After routing, the total negative slack on setup checks comes to 0 ns.

The transition time at the pin with the least slew margin is 0.364 ns. The headroom to the max-slew limit is 75.6%. Setup repair after global routing left no endpoint under its margin.

The number of max-slew violations in the final report is 0. For the finished layout, the period the worst path requires is 1.71 ns. The top achievable clock speed is 585 MHz.

The final timing report counts setup violations totalling 0. The tightest hold margin is 0.418 ns.

Global routing
The initial antenna violation count is 0. In the global route stage, overall resource usage came out at 3.58%. The first global-routing pass estimated 2.69 mm of wire. Entering global routing, the biggest net connects 15 pins. The global route stage reports its total congestion overflow as 0. The via count of the first global-routing pass is 639.

Yosys
Synthesis inferred 26 register bits. The cell type contributing the most total cell area after synthesis is sky130_fd_sc_hd__dfxtp_1. The number of cells reported by Yosys stat comes to 86. The top cell type's share of synthesized area is 52.0%. The fraction of the yosys area taken by sequential cells is 52.0%. After synthesis the cells add up to 1000 sq um. The number of warnings printed during yosys synthesis is 1.

The synthesized netlist contains 15 unique library cells. After synthesis, the cell types taking the most area are sky130_fd_sc_hd__dfxtp_1 (52%), sky130_fd_sc_hd__xnor2_1 (13%), sky130_fd_sc_hd__xor2_1 (7.0%). For reference, the post-synthesis area per instance comes to 11.6 sq um. The total cell area reported by yosys after synthesis is 1000 sq um. Per the post-synthesis report, the number of cells in the design is 86.

Die
The chip area is 8460 sq um. The die height is 92 um. The die span in x is 92 um. For reference, the placement row count at floorplan is 26. The starting density of the core is 19.7%.

The top-level I/O count is 2. The placeable core area is 5070 sq um.

Setup path
The maximum fanout along the worst path is 1. The worst endpoint data arrival time is 1.03 ns. The OpenROAD report gives the critical path a required time of 2.72 ns.

The worst register-to-register path ends at count[20]. The peak per-stage delay on the critical path is 0.46 ns. The cell at the slowest stage of the critical path is sky130_fd_sc_hd__clkdlybuf4s50_1. The worst setup path is captured at an output pin.

The critical path goes through clkdlybuf4s50_1. In this run the register-to-register setup slack is 1.88 ns. The cell family contributing the most delay on the critical path is buffers and inverters. For the worst flop-to-flop path, the logic depth is 5.

The worst setup path is launched from a flip-flop. The buffers plus inverters on the worst setup path is 1. In this run the critical register-to-register path is launched from count[0]. The category of the most critical setup path is reg2out.

Power
The sum of internal, switching and leakage power is 492 uW. The leakage power in the latest report is 0.433 nW. The reported net switching power is 85.1 uW. The maximum vdd ir drop is 0.104 mV. The combinational group share of total power is 0%. In this run, the clock network consumes 38.2% of the power. In this run, flip-flops and latches consume 61.8% of the power. The switching power as a share of total power is 17.3%. For this design the ratio of total power to cell area is 427 nW/um^2.

The design internal power is 407 uW.

Hold path
The hold path startpoint is count[0]. The worst hold-check path type is reg2reg. The path with the worst hold slack has its endpoint at count[0]. The cell depth of the worst min-delay path is 1.

Routing
The vias after detailed routing is 605. In this run, the number of DRC markers left after iteration 0 of detailed routing was 13. The first TritonRoute pass finished after 3 iterations. The count of antenna-violating nets left after detailed routing is 0. For this run, the script counts the antenna cells in the layout as 0. TritonRoute reported its final design rule violation total as 0. The final routed wire length divided by cell count is 8.56 um. The wire length after detailed routing is 1.38 mm. After detailed routing, the number of vias per cell comes to 3.76.

Placement
The final weighted congestion recorded by global placement is 0.716. Once detailed placement completed, the half-perimeter wirelength came to 1.02 mm. The buffer_ports step reported a buffer count of 1. Once placement completed, the tool counted placed cells totaling 157.

Final layout
The share of the core filled with cells is 22.7%. Of the cells placed in the final design, the portion with a size suffix greater than 1 is 11.0%. The library cells used most frequently in the layout, excluding fill and tap cells, are sky130_fd_sc_hd__dfxtp_1 (26), sky130_fd_sc_hd__xnor2_1 (15), sky130_fd_sc_hd__nand3_1 (9), sky130_fd_sc_hd__xor2_1 (8), sky130_fd_sc_hd__and3_1 (5). The final report lists a non-filler cell total of 161. The area growth from synthesis to layout is 15.3%. The most numerous logic cell after layout is sky130_fd_sc_hd__dfxtp_1.

Clocking
The number of gates resized after CTS was 0. The CTS tree is done. The later pin in the worst-skew pair is clocked with a latency of 0.26 ns. The number of hold-repair buffers added at the cts stage is 0.

Counting along the longest clock path gives a buffer depth of 2. In the CTS report, the clock slew at the register clock pins of the worst setup and hold paths is listed as 0.08 ns. Post-CTS timing repair inserted 0 buffers for setup. The clock tree has to reach 26 sinks. Clock tree synthesis inserted a total of 3 buffers.

The cell chosen for the clock root is sky130_fd_sc_hd__clkbuf_8. The H-tree depth is 1.

Job
The max-capacitance violation count is 0. The count of warning messages emitted by the tools is 25.

Status
The run finished with clean final reports.
## metrics by stage
step / cell area [sq um] / worst slack [ns]
after global placement: 1100 / 1.94
after floorplan: 1000 / 2.00
after global routing: 1150 / 1.63
after detailed placement: 1100 / 1.88
final: 1150 / 1.69
after CTS: 1150 / 1.67
## registers in the layout, indices dropped and copies added, names as in the netlist
signal and cells:
clk2 1, count 25
## cell usage after synthesis
library cell	count
sky130_fd_sc_hd__nor2_1	4
sky130_fd_sc_hd__xnor2_1	15
sky130_fd_sc_hd__inv_1	2
sky130_fd_sc_hd__xor2_1	8
sky130_fd_sc_hd__ha_1	1
sky130_fd_sc_hd__nand3_4	1
sky130_fd_sc_hd__dfxtp_1	26
sky130_fd_sc_hd__and3_1	5
sky130_fd_sc_hd__and4_1	2
sky130_fd_sc_hd__nor4_4	2
sky130_fd_sc_hd__nand2_1	4
sky130_fd_sc_hd__and3_2	1
sky130_fd_sc_hd__nand4_1	4
sky130_fd_sc_hd__nand3_1	9
sky130_fd_sc_hd__nand4_4	2
## power groups by stage
stage                 clock [mW]  combinational [mW]  sequential [mW]
after CTS                  0.195         0.000000195            0.304
after global routing       0.206         0.000000195            0.304
final                      0.188         0.000000195            0.304
## layout make-up
cell class,count,area (sq um)
inverters,2,7.51
repair buffers,1,10.0
well taps,70,87.6
fillers,554,3920
multi-input cells,58,473
clock buffers,4,55.1
flip-flops and latches,26,520
## kinds of logic (layout without fill, tap and decap cells)
logic type / after synthesis / count (layout) / synth area share (%)
flops: 26 / 26 / 52.0
xor+xnor: 23 / 23 / 20.1
simple gates: 34 / 34 / 25.9
buf+inv: 2 / 7 / 0.750
fa+ha+maj: 1 / 1 / 1.25
## how the worst max path moves through the flow
stage	start	to	slack (ns)	cells past startpoint
4_1_cts	clk2	clk2	1.67	1
6_report	clk2	clk2	1.69	1
5_1_grt	clk2	clk2	1.63	1
## metal layers
layer | global-route usage (%) | routed length (um) | vias up
met5 | 0 | 0 | -
met4 | 1.03 | 21 | 0
met3 | 0.329 | 14 | 2
met2 | 6.12 | 663 | 2
met1 | 4.71 | 678 | 295
li1 | - | - | 306
Power and IR drop assume default switching activity.
