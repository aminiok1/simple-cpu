==> flow/design.v <==
module mem_id(output reg [4:0] ins, input start, clk, input [15:0] data, input [3:0] w_addr, r_addr);
	reg [15:0] M [15:0];
	always @(posedge clk or posedge start)
	begin
		if(start)
		begin
			M[0] = 16'd1;
			M[1] = 16'd6;
			M[2] = 16'd4;
			M[3] = 16'd1;
			M[4] = 16'd4;
			M[5] = 16'd6;
			M[6] = 16'd1;
			M[7] = 16'd6;
		end
		else
		begin
			ins = M[r_addr][4:0];
			M[w_addr] = data;
		end
	end
endmodule 
==> flow/run.sh <==
#!/bin/bash
# OpenROAD 26Q1-2900-gdf79404cd8, Yosys 0.63+post, stock flow scripts
make -C /OpenROAD-flow-scripts/flow DESIGN_CONFIG=/design/flow/config.mk WORK_HOME=/design/flow/orfs finish
==> flow/config.mk <==
export PLATFORM = sky130hd
export DESIGN_NAME = mem_id
export DESIGN_NICKNAME = mem_id
export VERILOG_FILES = /design/flow/design.v
export SDC_FILE = /design/flow/constraint.sdc
export NUM_CORES = 4
export LEC_CHECK = 1
export CORE_UTILIZATION = 50
==> flow/constraint.sdc <==
current_design mem_id

set clk_period 2.6
set clk_io_pct 0.2

create_clock -name clk0 -period $clk_period [get_ports {clk}]

set non_clock_inputs [all_inputs -no_clocks]
set_input_delay [expr $clk_period * $clk_io_pct] -clock clk0 $non_clock_inputs
set_output_delay [expr $clk_period * $clk_io_pct] -clock clk0 [all_outputs]
==> results.tsv <==
stage	metric	value	unit
clock_network	# clock sinks	85	
global_route	total gr overflow	0	
synthesis	synthesized area	3800	µm²
clock_network	H-Tree Depth	3	
placed_design	PortBufs	19	
setup_path	worst-path maximum fanout	23	
sta	final-report hold violation count	0	
synthesis	Warnings, synthesis	2	
sta	clock skew	0.00742	ns
synthesis	asr flop ratio synth	47.1	%
floorplanning	die area	7950	µm²
clock_network	post_cts resized	0	
route	vias per cell	5.76	
synthesis	Dominant Register Cell	edfxtp_1	
setup_path	CP Buf/Inv Count	2	
setup_path	Largest delay share family, worst path	AND-OR/OR-AND gates	
synthesis	Synth Area in XOR/XNOR	0	%
clock_network	insertion delay at the late pin of the worst-skew pair	0.34	ns
sta	Slew HR	51.9	%
clock_network	number of hold buffers added after CTS	0	
final_layout	layout cells sized above 1	23.3	%
route	Initial DRT Pass Iterations	5	
clock_network	TritonCTS Buffers	9	
pwr	Peak VDD IR	0.410	mV
synthesis	simple-gate share of the synthesized area	12.0	%
synthesis	syn avg cell area	13.5	µm²
route	DRT Wirelength	8580	µm
clock_network	clk slew on worst S/H paths	0.08	ns
setup_path	required time of the critical path	2.69	ns
route	via count	2522	
clock_network	Bufs on Longest Clock Path	2	
synthesis	Post-synth regs	85	
floorplanning	Die Y	89.2	µm
clock_network	CTS tree	yes	
sta	final worst path period need	2.21	ns
floorplanning	I/O pin cnt	31	
outcome	run status	complete, no violations	
pwr	total power	2.91	mW
pwr	power per cell area	646	nW/µm²
sta	unrepaired setup endpoints after global routing	false	
placed_design	DP Wirelength	6120	µm
sta	Worst-Margin Slew	0.719	ns
job	Max Cap Viol	0	
clock_network	Post-CTS Setup Bufs	0	
floorplanning	Init Core Util	52.1	%
setup_path	crit start category	input port	
floorplanning	CORE AREA	7290	µm²
pwr	Leak Pwr	1.66	nW
final_layout	Finished Cell Area	4510	µm²
setup_path	slowest cell delay on critical path	0.51	ns
synthesis	ao+oa area frac	9.58	%
global_route	GRT Total Usage	25.1	%
route	Detail Route Antenna Nets	0	
global_route	initial antenna violation count	0	
synthesis	Seq/Total Area, Yosys	62.3	%
synthesis	Mux area share	13.8	%
setup_path	CP arrival	2.30	ns
route	DRC viols	0	
placed_design	final RePlAce weighted congestion	0.906	
synthesis	Top logic family	multiplexers	
min_path	hold crit path type	flop to flop	
sta	Max Freq	453	MHz
synthesis	Netlist cell types	46	
setup_path	crit path cell chain	clkdlybuf4s50_1 > buf_12 > mux2_1 > a32oi_1 > o2111ai_1 > o32a_1	
synthesis	YS chip area	3800	µm²
job	tool warnings	36	
synthesis	post-synthesis cell count	282	
clock_network	root buffer cell	clkbuf_8	
route	drt wl/cell	19.6	µm
floorplanning	DIE WIDTH	89.2	µm
global_route	global-route wire length before repair	13400	µm
sta	Final Slew Violations	0	
setup_path	Crit. End Element	flop	
synthesis	Post-synth EDFFs	45	
route	diode count	0	
synthesis	yosys cell count	282	
placed_design	Post-DP Area	4340	µm²
floorplanning	row count	31	
global_route	largest net degree at the start of global routing	33	
final_layout	Layout area overhead	18.6	%
synthesis	Synth Area in Adders	0	%
setup_path	Slowest-stage cell, CP	clkdlybuf4s50_1	
setup_path	classification of the worst setup path	input port to flop	
sta	final setup violating endpoints	0	
sta	Final period util	85.0	%
route	DRC violation total after the first TritonRoute iteration	170	
global_route	vias in the first global route	2433	
placed cells by master, fill, tap and decap left out, types with 4 or more instances in the layout:
cell type	count
inv_1	5
nor3_2	4
mux2_2	10
clkdlybuf4s50_1	19
nand2b_1	6
a32o_1	6
edfxtp_1	45
a211oi_1	4
nand3b_1	13
a221oi_1	4
o21ai_0	7
o21ai_1	4
clkbuf_8	10
a31oi_1	4
nor2_1	17
a21oi_1	6
nand3_1	12
dfrtp_1	29
a22o_1	4
buf_4	35
mux2i_1	4
dfstp_2	11
nand2_1	13
mux2_1	31
metrics by stage:
step	cells	utilization, %	setup WS (ns)	hold WS (ns)	setup TNS, ns
2_1_floorplan	282	-	0.524	0.448	0
3_3_place_gp	422	59.5	-0.00955	0.464	-0.00955
3_5_place_dp	422	59.5	0.0739	0.471	0
4_1_cts	438	61.8	0.425	0.490	0
5_1_grt	438	61.8	0.312	0.520	0
6_report	438	61.8	0.391	0.487	0
sequential cells by signal, summed over array words and instances (netlist names):
name,count
M,80
ins,5
synth_stat cells, drive strengths merged, types with 6 or more instances:
library cell | n | share of area [%]
dfrtp | 29 | 19
nor3 | 7 | 1.4
nand2 | 13 | 1.3
dfstp | 11 | 7.6
a32o | 6 | 1.6
nand3 | 12 | 1.6
o21ai | 11 | 1.4
mux2 | 41 | 12
a21oi | 6 | 0.79
edfxtp | 45 | 36
inv | 7 | 0.69
buf | 11 | 1.4
nor2 | 17 | 1.7
nand2b | 6 | 0.99
nand3b | 13 | 2.6
cell type report:
type                       count  area (µm²)
fill                         581        2790
sequential                    85        2370
multi-input combinational    176        1340
timing repair buffer          55         473
clock buffer                  12         145
tap                           99         124
inverter                       7        30.0
clock inverter                 4        25.0
logic make-up (layout without fill, tap and decap cells):
family,Yosys count,count (layout)
AOI/OAI and AO/OA,50,50
and+or+nand+nor,80,80
muxes,46,46
buffers and inverters,21,78
DFF,85,85
layer usage:
layer | vias up | track usage [%] | wire [µm]
met1 | 1228 | 42.2 | 3910
met4 | 0 | 3.03 | 115
met5 | - | 0 | 0
met2 | 92 | 36.4 | 3860
li1 | 1189 | - | -
met3 | 13 | 7.77 | 696
where the power goes:
part / switching (mW) / internal (mW)
clock: 0.439 / 0.371
combinational: 0.194 / 0.211
sequential: 0.0859 / 1.61
total: 0.719 / 2.19
worst paths after layout:
path,from,endpoint,slack [ns],cells after the start
hold / removal,M[6][4],M[6][4],0.49,1
setup / recovery,r_addr[1],ins[3],0.39,6
max in group asynchronous,start,M[4][2],1.52,3
min in group asynchronous,start,M[3][2],0.64,3
setup reg to reg,M[4][3],ins[3],0.92,4
hold reg to reg,M[6][4],M[6][4],0.49,1
Power figures rest on the tool's default switching activity, not on a simulated workload.
